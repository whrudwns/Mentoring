### run.sh
#!/bin/bash
# OpenROAD 26Q1-2900-gdf79404cd8, Yosys 0.63+post, stock flow scripts
make -C /OpenROAD-flow-scripts/flow DESIGN_CONFIG=/design/flow/config.mk WORK_HOME=/design/flow/orfs finish
### config.mk
export PLATFORM = sky130hd
export DESIGN_NAME = MUX_16
export DESIGN_NICKNAME = MUX_16
export VERILOG_FILES = /design/flow/design.v
export SDC_FILE = /design/flow/constraint.sdc
export NUM_CORES = 4
export LEC_CHECK = 1
export CORE_AREA = 10 10 70 70
export DIE_AREA = 0 0 80 80
### constraint.sdc
current_design MUX_16

set clk_period 1.0
set clk_io_pct 0.2

create_clock -name clk0 -period $clk_period

set non_clock_inputs [all_inputs -no_clocks]
set_input_delay [expr $clk_period * $clk_io_pct] -clock clk0 $non_clock_inputs
set_output_delay [expr $clk_period * $clk_io_pct] -clock clk0 [all_outputs]
### design.v
`timescale 1ns / 1ps
module MUX_16( a,b, flag, out);
input   [15:0]  a,b;
input           flag;
output  [15:0]  out;
assign out = flag ? a : b;
endmodule
==> impl_metrics.env <==
# physical design summary
export IMPL_path_buffers=3
export IMPL_ys_area_sq_um=249
export IMPL_rsz0062_at_grt="yes"
export IMPL_drive_gt1_share_pct=52.2
export IMPL_dp_hpwl_um=1170
export IMPL_crit_required_ns=0.80
export IMPL_dieArea_sq_mm=0.00640
export IMPL_cp_arrival_ns=0.86
export IMPL_avgRoutedWirePerCell_um=12.3
export IMPL_worstSetupPathType="primary input to output pin"
export IMPL_avgSynthCellArea_sq_um=13.8
export IMPL_post_place_ws_ns=-0.842
export IMPL_grtUsageTotal_pct=4.06
export IMPL_netlist_area_sq_um=249
export IMPL_setup_viol=16
export IMPL_gp_congestion=0.838
export IMPL_critPathMaxStageDelay_ns=0.30
export IMPL_vias=354
export IMPL_core_rowCount=21
export IMPL_worstHoldStart="a[7]"
export IMPL_cts_hold_fix_buffers=0
export IMPL_outcome="finished, violations left"
export IMPL_p_per_area_mw_per_mm2=371
export IMPL_worstHoldPathType="primary input to output pin"
export IMPL_yosysSeqAreaShare_pct=0
export IMPL_die_x_um=80
export IMPL_crit_top_cell="buf_12"
export IMPL_syn_inst=18
export IMPL_first_iter_violations=1
export IMPL_min_to="out[7]"
export IMPL_dr_pass1_iters=2
export IMPL_dp_cells=112
export IMPL_diodes=0
export IMPL_timing_max_cap_violations=0
export IMPL_holdPathStages=3
export IMPL_crit_chain="buf_12, buf_12, mux2_4, buf_6"
export IMPL_cp_max_fo=8
export IMPL_ant_nets=0
export IMPL_syn2layout_area_growth_pct=214
export IMPL_tightest_slew_ns=0.0708
export IMPL_dieHeight_um=80
export IMPL_gr_total_overflow=0
export IMPL_yosysCellCount=18
export IMPL_nClkBuffers=0
export IMPL_ys_types=4
export IMPL_critical_path_top_delay_family="buffers and inverters"
export IMPL_grt_pass1_wl_um=2120
export IMPL_critical_path_startpoint_type="primary input"
export IMPL_min_period_ns=1.06
export IMPL_wl_um=1390
export IMPL_peakVddDrop_v=0.000117
export IMPL_yosysWarnings=0
export IMPL_grt_pass1_vias=439
export IMPL_leakage_uw=0.000413
export IMPL_max_freq_ghz=0.948
export IMPL_antenna_found_initial=0
export IMPL_seq_cells=0
export IMPL_hold_violations=0
export IMPL_drv_slew=0
export IMPL_fin_crit_sh_pct=106
export IMPL_slew_headroom_pct=95.3
export IMPL_core_sq_mm=0.00342
export IMPL_route_detailed_drc=0
export IMPL_violations="negative setup slack"
export IMPL_cp_end_kind="output pin"
export IMPL_initCoreUtil_pct=7.29
export IMPL_pin_count=49
export IMPL_grt_max_degree=9
export IMPL_fin_cells=113
export IMPL_viasPerCell=3.13
export IMPL_setup_slack_ns=-0.0554
export IMPL_numPortBuffers=49
export IMPL_cp_slowest_cell="mux2_4"
export IMPL_warning_count=34
export IMPL_regArea_sq_um=0
cells by family after synthesis:
| kind of cell | count (synthesis) | share of synthesized area [%] |
|---|---|---|
| muxes | 16 | 87.4 |
| buffers and inverters | 2 | 12.6 |
cell usage after synthesis:
cell | number | share of area (%)
mux2_2 | 6 | 27
mux2_4 | 10 | 60
buf_6 | 1 | 4.5
buf_12 | 1 | 8.0
cell usage in the layout, fill, tap and decap left out:
cell and n:
buf_12 2, buf_16 1, mux2_4 16, dlygate4sd2_1 32, buf_2 7, buf_6 9
cell type report:
class                      count  area [sq um]
fill                         388          2630
multi-input combinational     16           240
tap                           46          57.6
timing repair buffer          51           484
worst max path at each step:
stage	startpoint	end	slack, ns	cells after the start
6_report	flag	out[13]	-0.06	4
4_1_cts	flag	out[13]	-0.06	4
5_1_grt	flag	out[13]	-0.07	4
through the flow:
stage          hold slack (ns)  utilization [%]  area [sq um]  total power (uW)  TNS [ns]
3_3_place_gp              1.44             23.0           786               318    -13.06
6_report                 0.797             22.9           782               290    -0.772
4_1_cts                  0.798             22.0           751               276    -0.836
5_1_grt                  0.814             22.9           782               316     -1.06
2_1_floorplan            0.498                -           249              89.3         0
3_5_place_dp              1.44             23.0           786               317    -12.97
power breakdown:
group / leakage (uW) / switching, uW / internal, uW
registers: 0 / 0 / 0
clock network: 0 / 0 / 0
logic: 0.000413 / 64.0 / 226
total: 0.000413 / 64.0 / 226
per-layer routing:
layer  track usage (%)  wire length, um  vias to the layer above
li1                  -                -                      167
met1              5.93              721                      138
met2              4.41              317                       49
met3              3.52              346                        0
met4                 0                0                        0
met5                 0                0                        -
repair_timing:
item | in CTS | in global routing
gates cloned | 1 | 0
gates resized | 100 | 5
setup endpoints to repair | 16 | 16
setup buffers | 0 | 0
Power is estimated from default activity; no workload was simulated.
